[./run.sh]
#!/bin/bash
# OpenROAD 26Q1-2900-gdf79404cd8, Yosys 0.63+post, stock flow scripts
make -C /OpenROAD-flow-scripts/flow DESIGN_CONFIG=/design/flow/config.mk WORK_HOME=/design/flow/orfs finish
[./config.mk]
export PLATFORM = sky130hd
export DESIGN_NAME = gameFSM
export DESIGN_NICKNAME = gameFSM
export VERILOG_FILES = /design/flow/design.v
export SDC_FILE = /design/flow/constraint.sdc
export NUM_CORES = 4
export LEC_CHECK = 1
export CORE_UTILIZATION = 30
[./constraint.sdc]
current_design gameFSM

set clk_period 9.2
set clk_io_pct 0.2

create_clock -name clk0 -period $clk_period [get_ports {clock}]

set non_clock_inputs [all_inputs -no_clocks]
set_input_delay [expr $clk_period * $clk_io_pct] -clock clk0 $non_clock_inputs
set_output_delay [expr $clk_period * $clk_io_pct] -clock clk0 [all_outputs]
[./design.v]
`timescale 1ns / 1ps
module gameFSM(
    input clock,  
    input reset,  
	input start_game,  
    input setup_complete,  
    input game_won,  
    input game_lost,  
	input [3*8-1:0] ascii_timer,  
    output reg begin_timer,  
    output reg begin_setup,  
    output reg [2:0] state = 0,  
	output reg [16*8-1:0] string_data,  
	output reg enable  
    );
parameter WAITING = 		3'b000;
parameter START_GAME = 		3'b001;
parameter PLAYING_GAME = 	3'b100;  
parameter GAME_WON = 	 	3'b010;
parameter GAME_LOST = 		3'b011;
reg [3:0] button_check;
always @ (posedge clock) begin
	button_check <= {start_game, setup_complete, game_won, game_lost};
	if (reset) begin
		state <= WAITING;
		begin_timer <= 0;  
		begin_setup <= 0;  
		enable <= 0;
	end
	case (state)
		WAITING:begin  
			enable <= 0;
			begin_timer <= 0;
			begin_setup <= 0;
			string_data <= {"  Want to play?  "};
			if (button_check == 4'b1000) begin
				state <= START_GAME;
				begin_setup <= 1;  
			end
		end
		START_GAME:begin  
			enable <= 0;
			begin_timer <= 0;
			begin_setup <= 0;
			string_data <= {" set up the bomb"};
			if (button_check == 4'b0100) begin
				state <= PLAYING_GAME;
				begin_timer <= 1;  
			end
		end
		PLAYING_GAME:begin
			enable <= 1;
			begin_timer <= 0;
			begin_setup <= 0;
			string_data <= {"T to defuse ",ascii_timer[23:16], ":", ascii_timer[15:0]};
			if (button_check == 4'b0001) state <= GAME_LOST;
			else if (button_check == 4'b0010) state <= GAME_WON;
		end
		GAME_WON:begin  
			enable <= 0;  
			begin_timer <= 0;
			begin_setup <= 0;
			string_data <= {"  game won!! :) "};
			if (button_check == 4'b1000) begin
				state <= START_GAME;
				begin_setup <= 1;  
			end
		end
		GAME_LOST:begin  
			enable <= 0;  
			begin_timer <= 0;
			begin_setup <= 0;
			string_data <= {"  game lost :(  "};
			if (button_check == 4'b1000) begin
				state <= START_GAME;
				begin_setup <= 1;  
			end
		end
		default: state <= WAITING;
	endcase
end
endmodule
==> ci_impl_report.md <==
## PnR job results

| Metric | Value |
|---|---|
| CP Class | `flip-flop to output pin` |
| Placed cell area | `0.00374 mm^2` |
| Register-to-register setup slack | `7.21 ns` |
| Post-DP HPWL | `3.61 mm` |
| Syn. warnings | `1` |
| Via count | `1715` |
| Tightest Hold Check Type | `flip-flop to flip-flop` |
| Die area | `0.00987 mm^2` |
| Max Transition Viols Final | `0` |
| Worst-path clk slew | `0.06 ns` |
| Setup crit start kind | `flip-flop` |
| Avg Cell Area, Syn | `12.2 um^2` |
| Initial cell density of the core | `30.9%` |
| Crit path max fanout | `15` |
| YS chip area | `0.00284 mm^2` |
| Commonest Layout Cell | `clkdlybuf4s50_1` |
| Critical Path AT | `1.70 ns` |
| Cell family with most CP delay | `flip-flops` |
| Hold bufs inserted after CTS | `0` |
| Skew final | `0.00562 ns` |
| Synth-to-Final Area Change | `38.7%` |
| Fin crit share | `38.5%` |
| Status | `complete, no violations` |
| Final setup violation count | `0` |
| Synth Seq Share | `59.9%` |
| Cell area after synthesis | `0.00284 mm^2` |
| Post-cts sizing count | `0` |
| Top cells excl fill/tap | `120 x clkdlybuf4s50_1, 52 x edfxtp_1, 43 x conb_1` |
| Final core occ | `42.9%` |
| Leakage power | `1.57 nW` |
| Max-Cap Viols | `0` |
| CP max-delay cell | `dfxtp_1` |
| Worst r2r dst | `enable$_DFFE_PP_` |
| R2R cell count | `3` |
| Clock Tree Buf Depth | `2` |
| Largest net degree at the start of global routing | `45` |
| Max IR drop VDD | `0.0000532 V` |
| DRT Wirelength | `5.02 mm` |
| Skew-Pair Late Insertion Delay | `0.33 ns` |
| Slew HR | `54.5%` |
| Core region area | `0.00920 mm^2` |
| Synthesized registers | `59` |
| Std cell rows | `35` |
| WHS Path Cells | `2` |
| CP peak stage delay | `0.76 ns` |
| Total CTS buffers | `9` |
| Crit-path cells | `clkdlybuf4s50_1` |
| Inserted Diodes | `0` |
| DR vias/cell | `3.91` |
| Initial antenna violation count | `0` |
| Final min period | `3.54 ns` |
| Num ports | `164` |
| Worst Setup End Kind | `output pin` |
| Reg2reg start | `state[1]$_DFF_P_` |
| Post-Syn Instances | `233` |
| Layout cells sized above 1 | `9.76%` |
| Min-delay src | `button_check[0]$_DFF_P_` |
| Die W | `99.3 um` |
| Buf/Inv on CP | `1` |
| OpenROAD warnings | `25` |
| Required @ worst endpoint | `7.36 ns` |
| Worst slew pin tran | `0.682 ns` |
| Root Driver | `clkbuf_8` |
| First-pass GRT wire length | `7.56 mm` |
| Global route overflow | `0` |
| Final GP Congestion | `0.746` |
| Die Span Y | `99.3 um` |
| Final instance area | `0.00394 mm^2` |
| Wirelength per Cell | `11.4 um` |
| Number of global-route vias before repair | `1548` |
| CTS tree | `built` |
| Fmax | `283 MHz` |
| DRC viols | `0` |
| RSZ-0062 raised after global routing | `false` |
| Postcts setup bufs | `0` |
| Setup TNS | `0 ns` |
| DRT iter0 DRCs | `43` |
| Number of routed nets with antenna violations | `0` |
| Hold Path End | `state[1]$_DFF_P_` |
| TritonRoute pass-1 iters | `4` |
| Final Hold Vio Count | `0` |
| H-tree levels | `3` |
| # Cells Yosys | `233` |
| PwrDens | `152 mW/mm^2` |
| Port Buffers | `120` |
| Sink Count | `59` |
| Cell Type Count | `31` |
| Power Total | `598 uW` |
| Gr usage total | `10.3%` |
## layer usage
layer	global-route usage, %	up-vias	wire (um)
met4	2.71	0	145
met2	15.5	102	2250
met3	3.72	14	511
met1	14.9	774	2110
met5	0	-	0
li1	-	825	-
## cell usage after synthesis
cell       number  area share, %
clkbuf_2        1           0.18
or4b_4          1           0.48
nor3b_1         1           0.26
nor2_2          3           0.66
nand3_1         1           0.18
dfxtp_1         7            4.9
nand2_1        14            1.8
edfxtp_1       52             55
a21oi_2         1           0.31
o32ai_1         1           0.31
xor2_1          1           0.31
buf_4          82             22
inv_2           2           0.26
nor3b_4         1           0.66
nand2b_1        6            1.3
or2_2           4           0.88
conb_1          2           0.26
o311ai_1        1           0.31
nor2b_1         3           0.66
nor4b_1         1           0.31
a21oi_1         4           0.70
nor2_1         10            1.3
a2bb2oi_2       1           0.53
and2_1         10            2.2
inv_1          11            1.5
o21ai_0         5           0.88
nor4_4          1           0.75
and2b_2         1           0.31
xnor2_1         2           0.62
buf_2           1           0.18
nor3_1          2           0.35
## flip-flops by register name, summed over array words and instances (netlist names)
signal and flops:
enable 1, string_data 49, begin_setup 1, begin_timer 1
state 3, button_check 4
## worst max path at each step
stage | startpoint | endpoint | slack [ns] | depth (start not counted)
global route | state[1]$_DFF_P_ | state[1] | 5.58 | 1
finish | state[1]$_DFF_P_ | state[1] | 5.66 | 1
CTS | state[1]$_DFF_P_ | state[1] | 5.63 | 1
## report_power, final
part	internal (mW)	switching (mW)	leakage, nW
combinational	0.0362	0.00960	0.851
clock	0.149	0.0981	0.108
sequential	0.299	0.00582	0.615
total	0.484	0.114	1.57
## through the flow
step           hold slack (ns)  instances  worst slack (ns)
2_1_floorplan            0.576        274              4.42
5_1_grt                  0.703        439              5.58
3_3_place_gp             0.606        423              6.05
6_report                 0.650        439              5.66
4_1_cts                  0.654        439              5.63
3_5_place_dp             0.633        423              6.01
## cells by family (layout without fill, tap and decap cells)
group | after synthesis | after routing | synth area share, %
flops | 59 | 59 | 59.9
buf+inv | 97 | 151 | 23.7
simple gates | 59 | 59 | 12.2
other cells | 2 | 43 | 0.264
compound gates | 13 | 13 | 3.04
xor+xnor | 3 | 3 | 0.924
## final cells by class
| class | instances | area [um^2] |
|---|---|---|
| fill | 838 | 5250 |
| multi-input combinational | 118 | 632 |
| clock buffer | 9 | 124 |
| inverter | 13 | 48.8 |
| timing repair buffer | 122 | 1220 |
| clock inverter | 7 | 82.6 |
| tap | 111 | 139 |
| sequential | 59 | 1700 |
Power figures rest on the tool's default switching activity, not on a simulated workload.
