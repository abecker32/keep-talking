### flow/config.mk
export PLATFORM = sky130hd
export DESIGN_NAME = display_string
export DESIGN_NICKNAME = display_string
export VERILOG_FILES = /design/flow/design.v
export SDC_FILE = /design/flow/constraint.sdc
export NUM_CORES = 4
export LEC_CHECK = 1
export CORE_UTILIZATION = 30
export SYNTH_MEMORY_MAX_BITS = 65536
### flow/constraint.sdc
current_design display_string

set clk_period 7.2
set clk_io_pct 0.2

create_clock -name clk0 -period $clk_period [get_ports {clock_27mhz}]

set non_clock_inputs [all_inputs -no_clocks]
set_input_delay [expr $clk_period * $clk_io_pct] -clock clk0 $non_clock_inputs
set_output_delay [expr $clk_period * $clk_io_pct] -clock clk0 [all_outputs]
### flow/design.v
module display_string (reset, clock_27mhz, string_data, 
		disp_blank, disp_clock, disp_rs, disp_ce_b,
		disp_reset_b, disp_data_out);
   input reset, clock_27mhz;    	 
   input [16*8-1:0] string_data;	 
   output disp_blank, disp_clock, disp_data_out, disp_rs, disp_ce_b, 
	  disp_reset_b;
   reg disp_data_out, disp_rs, disp_ce_b, disp_reset_b;
   reg [4:0] count;
   reg [7:0] reset_count;
   reg clock;
   wire dreset;
   always @(posedge clock_27mhz)
     begin
	if (reset)
	  begin
	     count = 0;
	     clock = 0;
	  end
	else if (count == 26)
	  begin
	     clock = ~clock;
	     count = 5'h00;
	  end
	else
	  count = count+1;
     end
   always @(posedge clock_27mhz)
     if (reset)
       reset_count <= 100;
     else
       reset_count <= (reset_count==0) ? 0 : reset_count-1;
   assign dreset = (reset_count != 0);
   assign disp_clock = ~clock;
   reg [7:0] state;		 
   reg [9:0] dot_index;		 
   reg [31:0] control;		 
   reg [3:0] char_index;	 
   wire [39:0] dots;		 
   reg [39:0] rdots;		 
   reg [7:0] ascii;		 
   assign disp_blank = 1'b0;  
   always @(posedge clock)
     if (dreset)
       begin
		  state <= 0;
		  dot_index <= 0;
		  control <= 32'h7F7F7F7F;
       end
     else
       casex (state)
	 8'h00:
	   begin
	      disp_data_out <= 1'b0; 
	      disp_rs <= 1'b0;  
	      disp_ce_b <= 1'b1;
	      disp_reset_b <= 1'b0;	     
	      dot_index <= 0;
	      state <= state+1;
	   end
	 8'h01:
	   begin
	      disp_reset_b <= 1'b1;
	      state <= state+1;
	   end
	 8'h02:
	   begin
	      disp_ce_b <= 1'b0;
	      disp_data_out <= 1'b0;  
	      if (dot_index == 639)
		state <= state+1;
	      else
		dot_index <= dot_index+1;
	   end
	 8'h03:
	   begin
	      disp_ce_b <= 1'b1;
	      dot_index <= 31;		 
	      state <= state+1;
	      disp_rs <= 1'b1;  
	   end
	 8'h04:
	   begin
	      disp_ce_b <= 1'b0;
	      disp_data_out <= control[31];
	      control <= {control[30:0], 1'b0};	 
	      if (dot_index == 0)
		state <= state+1;
	      else
		dot_index <= dot_index-1;
	      char_index <= 15;		 
	   end
	 8'h05:
	   begin
	      disp_ce_b <= 1'b1;
	      dot_index <= 39;		 
	      rdots <= dots;		 
	      char_index <= 14;		 
	      state <= state+1;
	      disp_rs <= 1'b0;	 		 
	   end
	 8'h06:
	   begin
	      disp_ce_b <= 1'b0;
	      disp_data_out <= rdots[dot_index];  
	      if (dot_index == 0)
	        if (char_index == 15)
	          state <= 5;			 
		else
		begin
		  char_index <= char_index - 1;	 
		  dot_index <= 39;
		  rdots <= dots;		 
		end
	      else
		dot_index <= dot_index-1;	 
	   end
       endcase
   always @(string_data or char_index)
     case (char_index)
       4'h0: ascii = string_data[7:0];
       4'h1: ascii = string_data[7+1*8:1*8];
       4'h2: ascii = string_data[7+2*8:2*8];
       4'h3: ascii = string_data[7+3*8:3*8];
       4'h4: ascii = string_data[7+4*8:4*8];
       4'h5: ascii = string_data[7+5*8:5*8];
       4'h6: ascii = string_data[7+6*8:6*8];
       4'h7: ascii = string_data[7+7*8:7*8];
       4'h8: ascii = string_data[7+8*8:8*8];
       4'h9: ascii = string_data[7+9*8:9*8];
       4'hA: ascii = string_data[7+10*8:10*8];
       4'hB: ascii = string_data[7+11*8:11*8];
       4'hC: ascii = string_data[7+12*8:12*8];
       4'hD: ascii = string_data[7+13*8:13*8];
       4'hE: ascii = string_data[7+14*8:14*8];
       4'hF: ascii = string_data[7+15*8:15*8];
     endcase
   ascii2dots a2d(ascii,dots);
endmodule
module ascii2dots(ascii_in,char_dots);
input [7:0] ascii_in;
output [39:0] char_dots;
	reg [39:0] char_dots;
	always @(ascii_in)
	 case(ascii_in)
		8'h20:	char_dots = 40'b00000000_00000000_00000000_00000000_00000000;  
		8'h21:	char_dots = 40'b00000000_00000000_00101111_00000000_00000000;  
		8'h22:	char_dots = 40'b00000000_00000111_00000000_00000111_00000000;  
		8'h23:	char_dots = 40'b00010100_00111110_00010100_00111110_00010100;  
		8'h24:	char_dots = 40'b00000100_00101010_00111110_00101010_00010000;  
		8'h25:	char_dots = 40'b00010011_00001000_00000100_00110010_00000000;  
		8'h26:	char_dots = 40'b00010100_00101010_00010100_00100000_00000000;  
		8'h27:	char_dots = 40'b00000000_00000000_00000111_00000000_00000000;  
		8'h28:	char_dots = 40'b00000000_00011110_00100001_00000000_00000000; 
		8'h29:	char_dots = 40'b00000000_00100001_00011110_00000000_00000000;  
		8'h2A:	char_dots = 40'b00000000_00101010_00011100_00101010_00000000;  
		8'h2B:	char_dots = 40'b00001000_00001000_00111110_00001000_00001000;  
		8'h2C:	char_dots = 40'b00000000_01000000_00110000_00010000_00000000;  
		8'h2D:	char_dots = 40'b00001000_00001000_00001000_00001000_00000000;  
		8'h2E:	char_dots = 40'b00000000_00110000_00110000_00000000_00000000;  
		8'h2F:	char_dots = 40'b00010000_00001000_00000100_00000010_00000000;  
		8'h30:	char_dots = 40'b00000000_00011110_00100001_00011110_00000000;  
		8'h31:	char_dots = 40'b00000000_00100010_00111111_00100000_00000000;  
		8'h32:	char_dots = 40'b00100010_00110001_00101001_00100110_00000000;  
		8'h33:	char_dots = 40'b00010001_00100101_00100101_00011011_00000000;  
		8'h34:	char_dots = 40'b00001100_00001010_00111111_00001000_00000000;  
		8'h35:	char_dots = 40'b00010111_00100101_00100101_00011001_00000000;  
		8'h36:	char_dots = 40'b00011110_00100101_00100101_00011000_00000000;  
		8'h37:	char_dots = 40'b00000001_00110001_00001101_00000011_00000000;  
		8'h38:	char_dots = 40'b00011010_00100101_00100101_00011010_00000000;  
		8'h39:	char_dots = 40'b00000110_00101001_00101001_00011110_00000000;  
		8'h3A:	char_dots = 40'b00000000_00110110_00110110_00000000_00000000;  
		8'h3B:	char_dots = 40'b01000000_00110110_00010110_00000000_00000000;  
		8'h3C:	char_dots = 40'b00000000_00001000_00010100_00100010_00000000;  
		8'h3D:	char_dots = 40'b00010100_00010100_00010100_00010100_00000000;  
		8'h3E:	char_dots = 40'b00000000_00100010_00010100_00001000_00000000;  
		8'h3F:	char_dots = 40'b00000000_00000010_00101001_00000110_00000000;  
		8'h40:	char_dots = 40'b00011110_00100001_00101101_00001110_00000000;  
		8'h41:	char_dots = 40'b00111110_00001001_00001001_00111110_00000000;  
		8'h42:	char_dots = 40'b00111111_00100101_00100101_00011010_00000000;  
		8'h43:	char_dots = 40'b00011110_00100001_00100001_00010010_00000000;  
		8'h44:	char_dots = 40'b00111111_00100001_00100001_00011110_00000000;  
		8'h45:	char_dots = 40'b00111111_00100101_00100101_00100001_00000000;  
		8'h46:	char_dots = 40'b00111111_00000101_00000101_00000001_00000000;  
		8'h47:	char_dots = 40'b00011110_00100001_00101001_00111010_00000000;  
		8'h48:	char_dots = 40'b00111111_00000100_00000100_00111111_00000000;  
		8'h49:	char_dots = 40'b00000000_00100001_00111111_00100001_00000000;  
		8'h4A:	char_dots = 40'b00010000_00100000_00100000_00011111_00000000;  
		8'h4B:	char_dots = 40'b00111111_00001100_00010010_00100001_00000000;  
		8'h4C:	char_dots = 40'b00111111_00100000_00100000_00100000_00000000;  
		8'h4D:	char_dots = 40'b00111111_00000110_00000110_00111111_00000000;  
		8'h4E:	char_dots = 40'b00111111_00000110_00011000_00111111_00000000;  
		8'h4F:	char_dots = 40'b00011110_00100001_00100001_00011110_00000000;  
		8'h50:	char_dots = 40'b00111111_00001001_00001001_00000110_00000000;  
		8'h51:	char_dots = 40'b00011110_00110001_00100001_01011110_00000000;  
		8'h52:	char_dots = 40'b00111111_00001001_00011001_00100110_00000000;  
		8'h53:	char_dots = 40'b00010010_00100101_00101001_00010010_00000000;  
		8'h54:	char_dots = 40'b00000000_00000001_00111111_00000001_00000000;  
		8'h55:	char_dots = 40'b00011111_00100000_00100000_00011111_00000000;  
		8'h56:	char_dots = 40'b00001111_00110000_00110000_00001111_00000000;  
		8'h57:	char_dots = 40'b00111111_00011000_00011000_00111111_00000000;  
		8'h58:	char_dots = 40'b00110011_00001100_00001100_00110011_00000000;  
		8'h59:	char_dots = 40'b00000000_00000111_00111000_00000111_00000000;  
		8'h5A:	char_dots = 40'b00110001_00101001_00100101_00100011_00000000;  
		8'h5B:	char_dots = 40'b00000000_00111111_00100001_00100001_00000000;  
		8'h5C:	char_dots = 40'b00000010_00000100_00001000_00010000_00000000;  
		8'h5D:	char_dots = 40'b00000000_00100001_00100001_00111111_00000000;  
		8'h5E:	char_dots = 40'b00000000_00000010_00000001_00000010_00000000;  
		8'h5F:	char_dots = 40'b00100000_00100000_00100000_00100000_00000000;  
		8'h60:	char_dots = 40'b00000000_00000001_00000010_00000000_00000000;  
		8'h61:	char_dots = 40'b00011000_00100100_00010100_00111100_00000000;  
		8'h62:	char_dots = 40'b00111111_00100100_00100100_00011000_00000000;  
		8'h63:	char_dots = 40'b00011000_00100100_00100100_00000000_00000000;  
		8'h64:	char_dots = 40'b00011000_00100100_00100100_00111111_00000000;  
		8'h65:	char_dots = 40'b00011000_00110100_00101100_00001000_00000000;  
		8'h66:	char_dots = 40'b00001000_00111110_00001001_00000010_00000000;  
		8'h67:	char_dots = 40'b00101000_01010100_01010100_01001100_00000000;  
		8'h68:	char_dots = 40'b00111111_00000100_00000100_00111000_00000000;  
		8'h69:	char_dots = 40'b00000000_00100100_00111101_00100000_00000000;  
		8'h6A:	char_dots = 40'b00000000_00100000_01000000_00111101_00000000;  
		8'h6B:	char_dots = 40'b00111111_00001000_00010100_00100000_00000000;  
		8'h6C:	char_dots = 40'b00000000_00100001_00111111_00100000_00000000;  
		8'h6D:	char_dots = 40'b00111100_00001000_00001100_00111000_00000000;  
		8'h6E:	char_dots = 40'b00111100_00000100_00000100_00111000_00000000;  
		8'h6F:	char_dots = 40'b00011000_00100100_00100100_00011000_00000000;  
		8'h70:	char_dots = 40'b01111100_00100100_00100100_00011000_00000000;  
		8'h71:	char_dots = 40'b00011000_00100100_00100100_01111100_00000000;  
		8'h72:	char_dots = 40'b00111100_00000100_00000100_00001000_00000000;  
		8'h73:	char_dots = 40'b00101000_00101100_00110100_00010100_00000000;  
		8'h74:	char_dots = 40'b00000100_00011111_00100100_00100000_00000000;  
		8'h75:	char_dots = 40'b00011100_00100000_00100000_00111100_00000000;  
		8'h76:	char_dots = 40'b00000000_00011100_00100000_00011100_00000000;  
		8'h77:	char_dots = 40'b00111100_00110000_00110000_00111100_00000000;  
		8'h78:	char_dots = 40'b00100100_00011000_00011000_00100100_00000000;  
		8'h79:	char_dots = 40'b00001100_01010000_00100000_00011100_00000000;  
		8'h7A:	char_dots = 40'b00100100_00110100_00101100_00100100_00000000;  
		8'h7B:	char_dots = 40'b00000000_00000100_00011110_00100001_00000000;  
		8'h7C:	char_dots = 40'b00000000_00000000_00111111_00000000_00000000;  
		8'h7D:	char_dots = 40'b00000000_00100001_00011110_00000100_00000000;  
		8'h7E:	char_dots = 40'b00000010_00000001_00000010_00000001_00000000;  
		default:	char_dots = 40'b01000001_01000001_01000001_01000001_01000001;
    endcase
endmodule
### flow/run.sh
#!/bin/bash
# OpenROAD 26Q1-2900-gdf79404cd8, Yosys 0.63+post, stock flow scripts
make -C /OpenROAD-flow-scripts/flow DESIGN_CONFIG=/design/flow/config.mk WORK_HOME=/design/flow/orfs finish
==> design notes <==
Antenna repair during routing inserted a diode count of 0. At the floorplan stage, the core utilization is reported as 30.8%. The relative area change from synthesis to final layout is 18.1%, and the signal arrival time at the worst endpoint is 1.75 ns. The routed design has 33.1 mm of wire. The report lists the number of standard-cell rows as 62. For the maximum root-to-sink buffer count, the log shows 2. For this run the detailed placement stage logged an HPWL of 22.9 mm.

Looking at the critical path, the single cell with the biggest stage delay is sky130_fd_sc_hd__buf_4. The number of register pins that no clock reaches came out at 90. Fill cells in the final layout number 3027. The met3 capacity usage during global routing is 4.77%, and the hold-fix buffer count after cts is 0. The number of antenna violations at the first check in global routing was 0; the time the final worst path needs with I/O delays and setup was 3.19 ns. The fmax was 314 MHz.

The type of the worst setup path is reg2out. The floorplan step set the die height to 175 um. The skew report gives the latency at the later pin of the worst-skew pair as 0.24 ns. Averaged over all synthesized cells, the footprint is 7.50 sq um. The report lists the power per cell area as 52.8 nW/um^2. The run gives 175 um for the horizontal die dimension. By count the netlist is led by 170 x sky130_fd_sc_hd__nand2_1, 95 x sky130_fd_sc_hd__nor2_1, 76 x sky130_fd_sc_hd__a21oi_1. The total core area is 29000 sq um, and the fraction of layout cells with a size suffix above 1 is 4.76%. The post-route cell area came out at 10600 sq um. Among all cell types in the netlist, the one instantiated most often is sky130_fd_sc_hd__nand2_1.

The mapped cell area is 8940 sq um, and the count of placed standard cells in the final layout, fillers left out is 1623. Between clock sinks in the finished design, the worst skew comes to 0.000808 ns. The synthesis report lists the most area-consuming cells as sky130_fd_sc_hd__dfxtp_1 14%, sky130_fd_sc_hd__edfxtp_1 13%, sky130_fd_sc_hd__nand2_1 7.1%.

Number of cell instances on the worst register-to-register path: 5. In the Yosys report the total cell count is 1192. Most used routing layer in global routing: met1. The logs give a warning total of 44. The critical path goes through buf_4 > inv_1 > clkdlybuf4s50_1. The transition time at the pin with the least slew margin was 0.829 ns; the final core utilization was 36.4%.

Number of cells on the worst hold path: 1. Number of nets with antenna violations after detailed routing: 0. Residual DRC count: 0. The number of unconstrained endpoints was 134. Dividing the detail-routed via count by the number of cells gives 6.04. The largest net degree at the start of global routing is 92.

The global routing report lists met2 layer usage as 32.0%. According to the report, the first pass of detailed routing completed in 8 iterations. Startpoint of the worst-slack reg-to-reg timing path: reset_count[2]$_SDFF_PP1_. Per the detail_route report, routed wire per instance is 20.4 um. Flop-to-flop setup slack: 5.51 ns. For the worst reg-to-reg path, the endpoint reported by OpenROAD is reset_count[2]$_SDFF_PP1_. For the synthesis warning total, the log shows 2. The hold violation total from the final report was 0. The root buffer cell chosen for the clock tree is sky130_fd_sc_hd__clkbuf_16.

Per the synthesis report, the dominant area consumer among library cells is sky130_fd_sc_hd__dfxtp_1. With the die outline area at 30500 sq um, the number of enable-type register cells in the synthesized netlist is 40. STA shows the worst min-delay path finishing at reset_count[0]$_SDFF_PP0_. On the reported timing paths, the clock transition at the registers reads 0.05 ns.

With the async set-or-reset flop fraction in the synthesized netlist at 0%, the register area is 2480 sq um. STA classifies the critical path endpoint as an output port. The detailed-route via count is 9805. After detailed placement, the total cell area comes to 10500 sq um. STA classifies the critical path startpoint as a register. The global route stage reports its total congestion overflow as 0. The required arrival time at the worst endpoint is 5.76 ns. Setup repair after global routing left no endpoint under its margin. Overall routing resource usage recorded by global route was 21.6%.

The number of synthesized register bits is 104. For this run, global-route usage on met1 was measured as 32.3%. For the depth of the CTS H-tree, the log shows 1.

The placement summary gives the final routability congestion estimate as 1.00. The leakage component of the power was reported as 3.68 nW. The flow ran to the end, and the final reports show no timing, DRC or antenna violations.

Per the finish-stage timing summary, setup violations number 0. The share of the Yosys chip area taken by registers is 27.8%. The worst-case max-slew headroom was logged as 44.7%. Dividing the final minimum period by the clock period gives 44.3%. Post-CTS setup buffer count: 0. The number of maximum-capacitance violations recorded for the run is 0.

Number of DRC markers in iteration 0: 1224. In the Yosys stats the netlist draws on 78 distinct library cells. The first global-routing pass estimated 51.8 mm of wire. The run gives 0.57 ns for the longest individual stage delay on the worst path.

The area fraction of the largest cell type after synthesis is 14.3%. The run gives 5830 sq um for the combinational cell area excluding buffers and inverters. The worst-case IR drop observed on VDD is 84.5 uV.

In this run the worst path has a maximum fanout of 91. The number of global-route vias before repair was 9116. Including well taps, the total number of placed cells is 1619. TritonCTS built the clock tree. The quantity of I/O buffers inserted on ports works out to 134.

The total of cells resized after clock tree synthesis was 0. The number of top-level design ports was 136. The run gives 3 as the number of buffers added by the clock tree synthesis step. Class of the tightest hold or removal check: reg2reg. The prevailing post-synth register cell is sky130_fd_sc_hd__dfxtp_1.

The startpoint identified for the worst hold timing path is reset_count[0]$_SDFF_PP0_. The synthesized instance count is 1192. Summed over all failing endpoints, the final setup total negative slack is 0 ns. The area recorded from the Yosys report for this design is 8940 sq um. Max-slew check failures listed in the final report amount to 0.
## registers in the layout (all words and copies together) (netlist names), 4 cells and up
name	cells
rdots	32
state	8
dot_index	10
control	32
reset_count	8
count	5
char_index	4
## per-stage QoR
| step | hold WS [ns] | power [mW] | worst slack [ns] |
|---|---|---|---|
| floorplan | 0.427 | 0.284 | 4.27 |
| global placement | 0.444 | 0.429 | 4.23 |
| detailed placement | 0.451 | 0.428 | 4.21 |
| CTS | 0.462 | 0.544 | 3.95 |
| global route | 0.496 | 0.585 | 3.82 |
| finish | 0.466 | 0.558 | 4.01 |
## critical path: cells and delay by family (launching register included)
family	cells	cell delay [ns]
buffers and inverters	3	1.19
DFF	1	0.31
## power by group
group | switching (mW) | leakage, nW | internal [mW] | total (mW)
registers | 0.00550 | 0.860 | 0.0885 | 0.0940
logic | 0.202 | 2.78 | 0.145 | 0.348
clock network | 0.0319 | 0.0442 | 0.0841 | 0.116
## placed cells by master, fill, tap and decap left out, types with 29 or more instances in the layout
master / instances
sky130_fd_sc_hd__nor2_1: 93
sky130_fd_sc_hd__clkdlybuf4s50_1: 134
sky130_fd_sc_hd__edfxtp_1: 40
sky130_fd_sc_hd__o21ai_0: 72
sky130_fd_sc_hd__nand3_1: 66
sky130_fd_sc_hd__a22oi_1: 39
sky130_fd_sc_hd__dfxtp_1: 63
sky130_fd_sc_hd__a21oi_1: 76
sky130_fd_sc_hd__nor3_1: 45
sky130_fd_sc_hd__inv_1: 31
sky130_fd_sc_hd__buf_4: 29
sky130_fd_sc_hd__nand2_1: 170
## how the worst max path moves through the flow
stage / slack [ns] / from / depth (start not counted) / end
4_1_cts: 3.95 / clock$_SDFFE_PP0P_ / 3 / disp_clock
5_1_grt: 3.82 / clock$_SDFFE_PP0P_ / 3 / disp_clock
6_report: 4.01 / clock$_SDFFE_PP0P_ / 3 / disp_clock
## logic make-up after synthesis
logic type      synth area share [%]
simple gates                    22.5
compound gates                  32.8
buf+inv                         7.35
flops                           27.8
mux                             4.04
fa+ha+maj                       3.50
xor+xnor                        2.06
other cells                   0.0419
## area by class of cell
| cell class | instances | share of cell area [%] |
|---|---|---|
| multi-input combinational | 936 | 55.2 |
| inverter | 32 | 1.14 |
| timing repair buffer | 163 | 14.8 |
| clock buffer | 4 | 0.841 |
| sequential | 104 | 23.5 |
| tap | 384 | 4.55 |
## layer usage
layer,up-vias,part of all wire [%],wire [um]
met3,89,10,3340
met2,534,44,14400
li1,4589,-,-
met5,-,0,0
met4,0,2.9,971
met1,4593,43,14300
No activity file was given, so power comes from the tool's default toggle rates.
