`run.sh`:
```
#!/bin/bash
# OpenROAD 26Q1-2900-gdf79404cd8, Yosys 0.63+post, stock flow scripts
make -C /OpenROAD-flow-scripts/flow DESIGN_CONFIG=/design/flow/config.mk WORK_HOME=/design/flow/orfs finish
```
`config.mk`:
```
export PLATFORM = sky130hd
export DESIGN_NAME = xvga
export DESIGN_NICKNAME = xvga
export VERILOG_FILES = /design/flow/design.v
export SDC_FILE = /design/flow/constraint.sdc
export NUM_CORES = 4
export LEC_CHECK = 1
export CORE_AREA = 10 10 113 113
export DIE_AREA = 0 0 123 123
```
`constraint.sdc`:
```
current_design xvga

set clk_period 4.2
set clk_io_pct 0.2

create_clock -name clk0 -period $clk_period [get_ports {vclock}]

set non_clock_inputs [all_inputs -no_clocks]
set_input_delay [expr $clk_period * $clk_io_pct] -clock clk0 $non_clock_inputs
set_output_delay [expr $clk_period * $clk_io_pct] -clock clk0 [all_outputs]
```
`design.v`:
```
`timescale 1ns / 1ps
module xvga(input vclock,
            output reg [10:0] hcount,     
            output reg [9:0] vcount,	  
            output reg vsync,hsync,blank);
   reg hblank,vblank;
   wire hsyncon,hsyncoff,hreset,hblankon;
   assign hblankon = (hcount == 1023);    
   assign hsyncon = (hcount == 1047);
   assign hsyncoff = (hcount == 1183);
   assign hreset = (hcount == 1343);
   wire vsyncon,vsyncoff,vreset,vblankon;
   assign vblankon = hreset & (vcount == 767);    
   assign vsyncon = hreset & (vcount == 776);
   assign vsyncoff = hreset & (vcount == 782);
   assign vreset = hreset & (vcount == 805);
   wire next_hblank,next_vblank;
   assign next_hblank = hreset ? 0 : hblankon ? 1 : hblank;
   assign next_vblank = vreset ? 0 : vblankon ? 1 : vblank;
   always @(posedge vclock) begin
      hcount <= hreset ? 0 : hcount + 1;
      hblank <= next_hblank;
      hsync <= hsyncon ? 0 : hsyncoff ? 1 : hsync;   
      vcount <= hreset ? (vreset ? 0 : vcount + 1) : vcount;
      vblank <= next_vblank;
      vsync <= vsyncon ? 0 : vsyncoff ? 1 : vsync;   
      blank <= next_vblank | (next_hblank & ~hreset);
   end
endmodule
```
==> out/qor.tcl <==
set qor(worst_setup_hold_path_clk_slew_ns) 0.09
set qor(io_buffer_count) 24
set qor(setup_viol_count_final) 0
set qor(clk_sink_count) 26
set qor(detailed_place.area_um2) 1664
set qor(power.internal_uw) 327.3
set qor(synth.top_cells.by_area) {sky130_fd_sc_hd__dfxtp_1 25%, sky130_fd_sc_hd__edfxtp_1 24%, sky130_fd_sc_hd__ha_1 4.9%}
set qor(power.combinational.fraction_pct) 0
set qor(maxSlewHeadroom_pct) 58.05
set qor(tns_ns) 0
set qor(dpl_worst_slack_ns) 2.164
set qor(worstSetupEndpointType) {primary output}
set qor(design.core.area_um2) 10320
set qor(route.antenna.diode_count) 0
set qor(wl_um) 3158
set qor(floorplan.rows) 37
set qor(worst_skew_pair.late_latency_ns) 0.27
set qor(vias) 981
set qor(numCtsBuffers) 3
set qor(cp.required_ns) 3.36
set qor(top_cell_area_share_pct) 25.15
set qor(cpPeakStageDelay_ns) 0.55
set qor(worst_path_max_delay_cell) {sky130_fd_sc_hd__dfxtp_1}
set qor(synth.lib_cells_used.distinct) 35
set qor(route.detailed.vias_per_inst) 3.383
set qor(dp.cells) 286
set qor(synth.avg_cell_area_um2) 9.798
set qor(cellLeakagePower_uw) 0.0005884
set qor(dieArea_um2) 15130
set qor(number_of_buffers_added_for_setup_after_cts) 0
set qor(vdd_drop_max_mv) 0.09958
set qor(grt_start_max_net_pins) 18
set qor(clock_power_share_pct) 35.9
set qor(wl_per_cell_um) 10.89
set qor(dpl.hpwl_um) 2394
set qor(cts_tree) {yes}
set qor(grt_pass1_vias) 990
set qor(globalplace.congestion) 0.7160
set qor(cp_data_arrival_time_ns) 1.36
set qor(synth_chip_area_um2) 1274
set qor(max_clock_freq_mhz) 454.6
set qor(cts_resized) 0
set qor(grt.overflow.total) 0
set qor(crit_path_max_fanout) 8
set qor(fillers) 1135
set qor(detailedRoute.firstPassIterationCount) 3
set qor(critical-path-top-delay-family) {flip-flops}
set qor(timing.critical_path.buf_inv) 1
set qor(initial_antenna_violation_count) 0
set qor(rsz0062_at_grt) {no}
set qor(post_drt_antenna_nets) 0
set qor(mostFrequentLayoutCells) {24 x sky130_fd_sc_hd__clkdlybuf4s50_1, 16 x sky130_fd_sc_hd__nor2_1, 16 x sky130_fd_sc_hd__dfxtp_1}
set qor(r2r_slack_ns) 2.13
set qor(cts.root.buffer_cell) {sky130_fd_sc_hd__clkbuf_8}
set qor(worst-setup-path-type) {register to primary output}
set qor(die.size.y_um) 123
set qor(power_switching_share_pct) 19.18
set qor(die_x_um) 123
set qor(final-instance-count-excl-fill) 290
set qor(htree_num_levels) 1
set qor(critPathLaunchType) {register}
set qor(bufs_on_longest_clock_path) 2
set qor(largest_area_cell) {sky130_fd_sc_hd__dfxtp_1}
set qor(finish.utilization_pct) 16.56
set qor(final_layout_top_logic_cell) {sky130_fd_sc_hd__clkdlybuf4s50_1}
set qor(path_cells) {clkdlybuf4s50_1}
set qor(post-route-period-util_pct) 52.37
set qor(fp_util_pct) 12.34
set qor(timing_hold_violations_final) 0
set qor(synth-cells-yosys) 130
set qor(drc) 0
set qor(log.warning_count) 28
set qor(ys_seq_share_pct) 48.72
set qor(layout-drive-gt1-share_pct) 6.494
set qor(io_pins) 25
set qor(power.density_nw_per_um2) 237.0
set qor(power_switching_uw) 77.69
set qor(overall_global_routing_usage_pct) 4.218
set qor(tightest_slew_ns) 0.6259
set qor(area_growth_syn_to_layout_pct) 34.18
set qor(timing.final.max_slew_violations) 0
set qor(run_status) {finished clean}
set qor(stdcell_area_um2) 1709
set qor(timing.clock.skew_ns) 0.002736
set qor(p_seq_share_pct) 64.1
set qor(max_cap_violations) 0
set qor(fin_crit_ns) 2.200
set qor(flop_and_latch_count_out_of_synthesis) 26
set qor(global_route_wire_length_before_repair_um) 5188
set qor(fin_ws_ns) 2.000
set qor(cts_hold_repair.buffers) 0
set qor(min_path_type) {register to register}
set qor(synth.cell_area_um2) 1274
set qor(drt_iter0_markers) 49
set qor(synthesis.yosys.warnings) 1
set qor(synth_cells) 130
## routing by layer
layer  routed length (um)  global-route usage (%)  share of wire [%]
met1                 1387                   5.281                 44
met2                 1543                   7.062                 49
met3                  172                   1.295                5.4
met4                   55                  0.8734                1.7
met5                    0                       0                  0
## cell usage after synthesis
master,number
sky130_fd_sc_hd__a211oi_1,1
sky130_fd_sc_hd__a21o_2,1
sky130_fd_sc_hd__a21oi_1,2
sky130_fd_sc_hd__a22o_1,1
sky130_fd_sc_hd__a311oi_1,1
sky130_fd_sc_hd__a31oi_1,2
sky130_fd_sc_hd__a41oi_1,2
sky130_fd_sc_hd__and2_0,1
sky130_fd_sc_hd__and3_1,2
sky130_fd_sc_hd__and3_2,1
sky130_fd_sc_hd__and4_2,1
sky130_fd_sc_hd__buf_2,4
sky130_fd_sc_hd__dfxtp_1,16
sky130_fd_sc_hd__edfxtp_1,10
sky130_fd_sc_hd__ha_1,5
sky130_fd_sc_hd__inv_1,9
sky130_fd_sc_hd__mux2_2,1
sky130_fd_sc_hd__nand2_1,9
sky130_fd_sc_hd__nand3_1,8
sky130_fd_sc_hd__nand4_1,3
sky130_fd_sc_hd__nand4b_1,1
sky130_fd_sc_hd__nor2_1,16
sky130_fd_sc_hd__nor2b_1,3
sky130_fd_sc_hd__nor3_1,3
sky130_fd_sc_hd__nor3_2,1
sky130_fd_sc_hd__nor3b_4,1
sky130_fd_sc_hd__nor4b_1,1
sky130_fd_sc_hd__o21ai_0,4
sky130_fd_sc_hd__o22ai_1,1
sky130_fd_sc_hd__o41ai_1,1
sky130_fd_sc_hd__or2_2,1
sky130_fd_sc_hd__or3_1,2
sky130_fd_sc_hd__or4_1,2
sky130_fd_sc_hd__xnor2_1,6
sky130_fd_sc_hd__xor2_1,7
## cells by family after synthesis
logic type | share of synthesized area (%)
xor gates and xnor gates | 8.939
buffers and inverters | 4.224
adders and majority gates | 4.912
muxes | 0.8840
and+or+nand+nor | 23.77
AOI/OAI and AO/OA | 8.547
DFF | 48.72
## final timing paths
path | start | endpoint | cells after the start
hold reg to reg | hcount[0] | hcount[0] | 1
hold / removal | hcount[0] | hcount[0] | 1
setup reg to reg | vcount[6] | vcount[2] | 4
setup / recovery | hcount[6] | hcount[6] | 1
## layout make-up
class                   count  area, um2  share of cell area (%)
flip-flops and latches     26      620.6                   36.31
well taps                 136      170.2                   9.956
inverters                   9      33.78                   1.977
clock buffers               4      45.04                   2.635
repair buffers             24      240.2                   14.06
multi-input cells          91      599.3                   35.07
## power groups by stage
| stage | registers [uW] | clock network [uW] | logic (uW) |
|---|---|---|---|
| after CTS | 259 | 151 | 0.000320 |
| after global routing | 259 | 159 | 0.000320 |
| final | 259 | 146 | 0.000320 |
## stage by stage
step                hold WS (ns)  total power, uW
detailed placement        0.4536            265.3
global route              0.5080            418.7
global placement          0.4427            265.3
finish                    0.4713            405.0
CTS                       0.4769            410.7
floorplan                 0.4176            265.3
## state kept, by name (all words and copies together), names as in the netlist
name / count
vcount: 10
vblank: 1
hblank: 1
hsync: 1
blank: 1
hcount: 11
vsync: 1
Power and IR drop assume default switching activity.
